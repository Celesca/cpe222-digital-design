[design/flow/design.v]
`timescale 1ns / 1ps
module counter (
    input wire clock_in,
    input wire sw,
    output reg [3:0] q
);
    reg [3:0] counter;
    always @(posedge clock_in) begin
        if (sw == 1'b1) begin
            counter <= 4'b0000;
        end else if (counter == 4'b1001) begin
            counter <= 4'b0000;
        end else begin
            counter <= counter + 1;
        end
        q <= counter;
    end
endmodule
[design/flow/run.sh]
#!/bin/bash
# OpenROAD 26Q1-2900-gdf79404cd8, Yosys 0.63+post, stock flow scripts
make -C /OpenROAD-flow-scripts/flow DESIGN_CONFIG=/design/flow/config.mk WORK_HOME=/design/flow/orfs finish
[design/flow/config.mk]
export PLATFORM = sky130hd
export DESIGN_NAME = counter
export DESIGN_NICKNAME = counter
export VERILOG_FILES = /design/flow/design.v
export SDC_FILE = /design/flow/constraint.sdc
export NUM_CORES = 4
export LEC_CHECK = 1
export CORE_AREA = 10 10 70 70
export DIE_AREA = 0 0 80 80
[design/flow/constraint.sdc]
current_design counter

set clk_period 1.1
set clk_io_pct 0.2

create_clock -name clk0 -period $clk_period [get_ports {clock_in}]

set non_clock_inputs [all_inputs -no_clocks]
set_input_delay [expr $clk_period * $clk_io_pct] -clock clk0 $non_clock_inputs
set_output_delay [expr $clk_period * $clk_io_pct] -clock clk0 [all_outputs]
==> out/metrics.cfg <==
[clock_tree]
cts-root-buf = clkbuf_4
cts.htree.levels = 1
cts-buffers-inserted = 3
clk_latency_ns = 0.24
postCtsSetupRepairBufs = 0
cts_tree = yes
cts_buffer_depth = 2
cts.sinks = 8
ctsResizeCount = 4
cts_hold_buf = 0
path_clk_slew_ns = 0.05

[grt]
grt_max_degree = 7
grt_pass1_vias = 157
grt-ovfl-total = 0
grt_pass1_wl_um = 614
antenna_found_initial = 0
grtUsageTotal_pct = 1.14

[final_timing]
rsz0062_at_grt = false
fin_ws_ns = 0.121
fin_crit_sh_pct = 89.0
drv_slew = 0
setup_viol = 0
fin_tns_setup_ns = 0
max_slew.worst_pin.slew_ns = 0.180
hold_slack_ns = 0.380
finalCriticalPeriod_ns = 0.979
max_freq_mhz = 1020
skew_ns = 0.00207
slew_headroom_pct = 88.0
hold_viol = 0

[job]
cap_violations = 0
warnings = 26

[setup_path]
worstSetupEndpointType = output pin
cpMaxStageDelayCell = dfxtp_1
critPathBufInv = 1
start_kind = register
setup.worst_path.class = reg -> out
arrival_ns = 0.76
rr_endpoint = counter[3]$_SDFF_PP0_
reg2reg_depth = 5
max_stage_delay_ns = 0.29
cp_data_required_time_ns = 0.88
cp_top_family = flip-flops
worst-r2r-setup-slack_ns = 0.12
r2r-start = counter[1]$_SDFF_PP0_
path_max_fanout = 1
crit_chain = dlygate4sd2_1

[synthesis]
synth_area_um2 = 253
synth.distinct_cells = 11
largest_area_cell = dfxtp_1
yosys_warnings = 1
topCellsByArea = dfxtp_1 (63%), ha_1 (9.9%), nand2b_1 (5.0%), a21oi_1 (4.0%), nand3_1 (4.0%)
syn_avg_cell_area_um2 = 11.0
synthCells = 23
synth_seq_share_pct = 63.4
ys.flops = 8
synth_stat.cells = 23
yosysChipArea_um2 = 253
synth.top_cell.area_share_pct = 63.4

[place]
dp_slack_ns = 0.133
portBuffers = 5
gp_congestion = 0.636
dp_hpwl_um = 281
placed_cell_area_um2 = 360

[worst_hold_path]
hold_depth = 0
hp-start = counter[3]$_SDFF_PP0_
min_path_type = reg -> reg
hold_end = q[3]$_DFF_P_

[route]
wl_per_cell_um = 5.40
via_per_inst = 2.40
drc = 0
vias = 185
diodes = 0
wl_um = 416
antenna_left = 0
drtIter0Drc = 2
drtPass1Iterations = 2

[finish]
final-comb-area_um2 = 88.8
nFillCells = 400
drive_above_1_share_pct = 9.68
final_core_util_pct = 11.1
syn_to_final_growth_pct = 49.5
final_area_um2 = 378
seqCellArea_um2 = 160

[floorplanning]
die_width_um = 80
die_y_um = 80
fp-utilization_pct = 7.40
coreArea_um2 = 3420
die-area_um2 = 6400
fp-row-count = 21
io_pins = 6

[pwr]
powerDensity_nw_per_um2 = 1500
leakage_nw = 0.146
ir_worst_vdd_uv = 173

[outcome]
status = finished, final reports clean

## kinds of logic after synthesis
| family | after synthesis | share of synthesized area (%) |
|---|---|---|
| fa+ha+maj | 2 | 9.90 |
| simple gates | 10 | 21.3 |
| flops | 8 | 63.4 |
| buf+inv | 1 | 1.48 |
| compound gates | 2 | 3.96 |
## placed cells by master (no fill, tap or decap)
cell type / instances
dfxtp_1: 8
dlygate4sd2_1: 4
clkbuf_4: 3
nor3_1: 2
nand3_1: 2
nand2b_1: 2
a21oi_1: 2
ha_1: 2
inv_1: 1
nand2_1: 1
nor2_1: 1
or2_0: 1
nand3b_1: 1
clkdlybuf4s50_1: 1
## per-layer routing
metal | track usage [%] | wire length (um) | part of all wire, %
met1 | 1.21 | 181 | 44
met2 | 1.52 | 158 | 38
met3 | 0.909 | 71 | 17
met4 | 0.704 | 5 | 1.2
met5 | 0 | 0 | 0
## layout make-up
type,instances,area share [%]
well taps,46,15.2
inverters,1,0.993
clock buffers,3,5.96
multi-input cells,14,23.5
flip-flops and latches,8,42.4
repair buffers,5,11.9
## worst reg2reg max path: cells and delay by family (launching register included)
kind / cells / cell delay [ns]
and+or+nand+nor: 2 / 0.14
AOI/OAI and AO/OA: 1 / 0.14
adders and majority gates: 1 / 0.19
DFF: 1 / 0.37
buffers and inverters: 1 / 0.06
## synthesized netlist by cell type
library cell  number
nand3b_1           1
nand3_1            2
nor3_1             2
nand2b_1           2
dfxtp_1            8
a21oi_1            2
ha_1               2
inv_1              1
or2_0              1
nand2_1            1
nor2_1             1
## flip-flops by register name, summed over array words and instances, names as in the netlist
register / flops
counter: 4
q: 4
## per-stage QoR
step                      power, mW  instances
after floorplan               0.341         23
after global placement        0.369         74
after detailed placement      0.370         74
after CTS                     0.581         77
after global routing          0.595         77
final                         0.567         77
## report_power, final
part	switching (mW)	internal [mW]	total [mW]
registers	0.0131	0.310	0.323
clock network	0.0853	0.124	0.209
logic	0.0124	0.0233	0.0357
total	0.111	0.457	0.567
## worst max-delay path by stage
stage | from | end | slack (ns) | cells after the start
CTS | q[2]$_DFF_P_ | q[2] | 0.10 | 1
global route | counter[1]$_SDFF_PP0_ | counter[0]$_SDFF_PP0_ | 0.009 | 5
finish | q[0]$_DFF_P_ | q[0] | 0.12 | 1
Power is estimated from default activity; no workload was simulated.
