==> design/flow/run.sh <==
#!/bin/bash
# OpenROAD 26Q1-2900-gdf79404cd8, Yosys 0.63+post, stock flow scripts
make -C /OpenROAD-flow-scripts/flow DESIGN_CONFIG=/design/flow/config.mk WORK_HOME=/design/flow/orfs finish
==> design/flow/config.mk <==
export PLATFORM = sky130hd
export DESIGN_NAME = alu
export DESIGN_NICKNAME = alu
export VERILOG_FILES = /design/flow/design.v
export SDC_FILE = /design/flow/constraint.sdc
export NUM_CORES = 4
export LEC_CHECK = 1
export CORE_AREA = 10 10 71 71
export DIE_AREA = 0 0 81 81
==> design/flow/constraint.sdc <==
current_design alu

set clk_period 2.7
set clk_io_pct 0.2

create_clock -name clk0 -period $clk_period [get_ports {Clk}]

set non_clock_inputs [all_inputs -no_clocks]
set_input_delay [expr $clk_period * $clk_io_pct] -clock clk0 $non_clock_inputs
set_output_delay [expr $clk_period * $clk_io_pct] -clock clk0 [all_outputs]
==> design/flow/design.v <==
`timescale 1ns / 1ps
module alu (
      input [3:0] ALU_control, Ain, Bin,
      output reg [3:0] ACC_out,
      output reg V, Z, C,
      input Clk
);
reg [3:0] ALU_out;
always @* begin
    case (ALU_control)
        4'b0001: ALU_out = Ain + Bin;    
        4'b0010: ALU_out = Ain - Bin;    
        4'b0101: ALU_out = Ain & Bin;    
        4'b0110: ALU_out = Ain | Bin;    
        4'b0111: ALU_out = ~Ain;    
        4'b1000: ALU_out = Ain << 1;     
        4'b1100: ALU_out = Ain >> 1;     
        default: ALU_out = 4'b0000;      
    endcase
end
always @(posedge Clk) begin
    ACC_out <= ALU_out;
    V <= (ALU_out[3] == 1) ? 1 : 0;     
    Z <= (ALU_out == 4'b0000) ? 1 : 0;  
    C <= (ALU_out[3] & Bin[3]) ? 1 : 0;  
end
endmodule
==> results.py <==
# Physical implementation metrics
metrics = {
    "synthesis": {
        "syn_inst": 74,
        "syn_area_per_cell_um2": 8.64,
        "yosysTopAreaCell": "dfxtp_1",
        "ys_seq_share": 0.188,
        "synthDominantCellAreaShare": 0.188,
        "yosys-top-cells-count": "inv_1 (7), dfxtp_1 (6), ha_1 (6)",
        "async_reset_ff_frac": 0,
        "most_common_cell": "inv_1",
        "ys_area_um2": 639,
        "ys_top_cells_by_area": "dfxtp_1 (19%), ha_1 (12%), xnor2_1 (6.8%)",
        "ys_types": 36,
        "yosysWarnings": 1,
        "numSynthFlops": 6,
        "syn_area_um2": 639,
        "ff_type": "dfxtp_1",
        "edf_count": 0,
        "ys_cells": 74,
    },
    "placed_design": {
        "port_buffers": 19,
        "place_area_um2": 951,
        "post-place-cells": 149,
        "hpwl_um": 1440,
        "gp_congestion": 0.933,
        "pre_cts_slack_ps": -353,
    },
    "grt": {
        "track_usage": 0.0519,
        "grt_pass1_wl_um": 2780,
        "grt_pass1_vias": 635,
        "antenna_found_initial": 0,
        "grt_max_degree": 13,
        "overflow": 0,
    },
    "sta": {
        "fmax_ghz": 0.396,
        "whs_ps": 960,
        "fin_crit_sh": 0.936,
        "report.final.slew_viol_count": 0,
        "rsz0062_at_grt": "false",
        "tightest_slew_ps": 403,
        "hold_violations": 0,
        "finalCriticalPeriod_ps": 2530,
        "setup_ws_ps": 173,
        "relSlewSlack": 0.729,
        "setup_viol": 0,
    },
    "run": {
        "openroad.warnings": 27,
        "maxCapViolations": 0,
    },
    "worst_setup_path": {
        "path_class": "in -> reg",
        "end_kind": "flop",
        "path_max_fanout": 2,
        "cp-start-kind": "primary input",
        "cp.required_ps": 2860,
        "cp.arrival_ps": 2690,
    },
    "min_path": {
        "min_path_cells": 3,
        "hp-class": "in -> reg",
    },
    "power": {
        "peakVddDrop_v": 0.000121,
        "p_leak_nw": 0.425,
        "pwr_density_cell_mw_per_mm2": 377,
        "power_uw": 385,
    },
    "die": {
        "pin_count": 20,
        "die-height_um": 81,
        "fp_util": 0.176,
        "fp.dieW_um": 81,
        "num_rows": 22,
        "fp.coreArea_mm2": 0.00363,
        "die_area_mm2": 0.00656,
    },
    "finish": {
        "drive_gt1_frac": 0.240,
        "final_area_mm2": 0.00102,
        "regArea_um2": 120,
        "fillers": 396,
        "final_cell_count_no_fill": 152,
        "final-comb-area_um2": 495,
        "syn_to_final_growth_pct": 59.7,
    },
    "run_status": {
        "status": "complete, no violations",
    },
    "cts": {
        "cts_made_buffers": 3,
        "clk_path_buf_depth": 2,
        "cts.sinks": 6,
        "clk_pin_slew_ps": 40,
        "cts_tree": "done",
        "cts-htree-levels": 1,
        "cts_hold_buf": 0,
        "cts_root_buf": "clkbuf_8",
    },
    "routing": {
        "antenna_cells_inserted": 0,
        "viasPerCell": 4.14,
        "drt_pass1_iterations": 4,
        "drt-initial-drc-count": 40,
        "drc": 0,
        "routed_wl_um": 1640,
        "wl_per_cell_um": 10.8,
        "vias": 629,
        "ant_nets": 0,
    },
}
## cell usage in the layout, fill, tap and decap left out, types with 2 or more instances in the layout
master and n:
or3b_2 2, o21ai_0 3, nand3_1 2, clkbuf_8 3
xor2_1 2, nor3_1 3, nor2_1 3, dlygate4sd2_1 2
xnor2_1 4, mux2i_1 2, clkdlybuf4s50_1 17, a31oi_1 2
nor2b_1 2, buf_4 12, dfxtp_1 6, ha_1 6
a21oi_1 2, nand3b_1 3, inv_1 7
## through the flow
stage / utilization / TNS (ps)
final: 0.281 / 0
after CTS: 0.276 / 0
after detailed placement: 0.262 / -908
after global routing: 0.281 / 0
after global placement: 0.262 / -639
after floorplan: - / 0
## critical path, cell delays in order
cell	delay [ps]
clkdlybuf4s50_1	450
nor4b_4	300
mux2_4	350
fa_2	370
xnor2_2	140
a211o_1	280
nor3_2	100
o211a_1	150
## kinds of logic (layout without fill, tap and decap cells)
group | Yosys count | in the layout | synth area share
AOI/OAI and AO/OA | 16 | 16 | 0.172
xor gates and xnor gates | 7 | 7 | 0.0959
adders and majority gates | 7 | 7 | 0.149
buffers and inverters | 11 | 41 | 0.0861
DFF | 6 | 6 | 0.188
muxes | 3 | 3 | 0.0489
and+or+nand+nor | 24 | 24 | 0.260
## registers in the layout, summed over array words and instances (netlist names)
register / count
Z: 1
C: 1
V: 1
ACC_out: 3
## worst paths after layout
| kind | endpoint | startpoint | slack (ps) |
|---|---|---|---|
| setup / recovery | Z$_DFF_P_ | ALU_control[0] | 170 |
| hold / removal | C$_DFF_P_ | Bin[3] | 960 |
## repair_timing
item / in CTS / in global routing
pin swaps: 1 / 2
resized: 4 / 4
endpoints found under the setup margin: 2 / 2
setup buffers: 0 / 0
## per-layer routing
layer	wire length (um)	GRT usage	up-vias	share of wire
met2	766	0.0892	20	0.47
met5	0	0	-	0
met4	0	0.00346	0	0
met1	722	0.0610	279	0.44
li1	-	-	330	-
met3	155	0.0234	0	0.094
## power by group
group / switching [mW] / total, mW / internal [mW] / leakage [nW]
Combinational: 0.0606 / 0.152 / 0.0912 / 0.353
Clock: 0.0342 / 0.130 / 0.0954 / 0.0216
Sequential: 0.00309 / 0.103 / 0.100 / 0.0497
Total: 0.0979 / 0.385 / 0.287 / 0.425
## cell type report
cell class | instances | area share
multi-input cells | 57 | 0.485
repair buffers | 31 | 0.272
flip-flops and latches | 6 | 0.118
well taps | 48 | 0.0588
clock buffers | 3 | 0.0404
inverters | 7 | 0.0257
Power figures rest on the tool's default switching activity, not on a simulated workload.
